**flow/design.v**
```verilog
module divider(clk,out_1,out_8,out_400,out_1k,out_9600,out_16k,out_10k,out_1M,out_250);
input clk;
output reg out_1;
output reg out_9600;
output reg out_8;
output reg out_400;
output reg out_16k;
output reg out_1k;
output reg out_10k;
output reg out_1M;
output reg out_250;
reg[26:0] cnt1; 
reg[21:0] cnt9600; 
reg[11:0] cnt16k; 
reg[24:0] cnt8; 
reg[16:0] cnt400; 
reg[14:0] cnt1k; 
reg[11:0] cnt10k; 
reg[4:0] cnt1M; 
reg[16:0] cnt250; 
always @(posedge clk)
begin
	if(cnt1<24999999)  
		cnt1<=cnt1+1;  
	else  
	begin  
		cnt1<=0; 
		out_1=~out_1;
	end
	if(cnt9600<2603) 
		cnt9600<=cnt9600+1;  
	else  
	begin  
		cnt9600<=0; 
		out_9600 =! out_9600; 
	end
	if(cnt16k<1491) 
		cnt16k<=cnt16k+1;  
	else  
	begin  
		cnt16k<=0; 
		out_16k =! out_16k; 
	end
	if(cnt8<3125000) 
		cnt8<=cnt8+1;  
	else  
	begin  
		cnt8<=0; 
		out_8 =! out_8; 
	end
	if(cnt400<62500)
		cnt400<=cnt400+1;
	else
	begin
		cnt400<=0;
		out_400=~out_400;
	end
	if(cnt1k<24999)
		cnt1k<=cnt1k+1;
	else
	begin
		cnt1k<=0;
		out_1k=~out_1k;
	end
	if(cnt10k<2499)
		cnt10k<=cnt10k+1;
	else
	begin
		cnt10k<=0;
		out_10k=~out_10k;
	end
	if(cnt1M<24)
		cnt1M<=cnt1M+1;
	else
	begin
		cnt1M<=0;
		out_1M=~out_1M;
	end
	if(cnt250<99999)
		cnt250<=cnt250+1;
	else
	begin
		cnt250<=0;
		out_250=~out_250;
	end
end
endmodule
```
**flow/config.mk**
```make
export PLATFORM = sky130hd
export DESIGN_NAME = divider
export DESIGN_NICKNAME = divider
export VERILOG_FILES = /design/flow/design.v
export SDC_FILE = /design/flow/constraint.sdc
export NUM_CORES = 4
export LEC_CHECK = 1
export CORE_UTILIZATION = 30
```
**flow/run.sh**
```bash
#!/bin/bash
# OpenROAD 26Q1-2900-gdf79404cd8, Yosys 0.63+post, stock flow scripts
make -C /OpenROAD-flow-scripts/flow DESIGN_CONFIG=/design/flow/config.mk WORK_HOME=/design/flow/orfs finish
```
**flow/constraint.sdc**
```tcl
current_design divider

set clk_period 6.5
set clk_io_pct 0.2

create_clock -name clk0 -period $clk_period [get_ports {clk}]

set non_clock_inputs [all_inputs -no_clocks]
set_input_delay [expr $clk_period * $clk_io_pct] -clock clk0 $non_clock_inputs
set_output_delay [expr $clk_period * $clk_io_pct] -clock clk0 [all_outputs]
```
==> Slide: Implementation Results <==
Run Summary

Detailed routing
  – DRT iter0 DRCs: 461
  – Drt via density: approximately 4.7
  – WL/cell: 10.6 um
  – Via count: 4955
  – Post-Route WL: around 11 mm
  – Pre-antenna DRT Iters: 4
  – Antenna Violating Nets Remaining: 0
  – Drt drc: 0
  – Antenna fix cells: 0

Logic synthesis
  – Synth Area in Simple Gates: around 25%
  – Mean Syn Cell Area: just over 9 sq um
  – Largest cells by area: dfxtp_1, xnor2_1, xor2_1
  – Chip area in the Yosys report: 0.00675 sq mm
  – Count of library flops with an enable pin: 9
  – Post-Synth AOI/OAI Area: 10.7%
  – Commonest flop: dfxtp_1
  – Yosys reg bits: around 160
  – Async set-reset flop share out of synthesis: 0%
  – Synth Cell Area: just under 0.007 sq mm
  – Top area contributor share: 45.1%
  – Area fraction in mux cells: 0.148%
  – Post-Synthesis Cells: approximately 730
  – Unique cell type count in the Yosys netlist: approximately 53
  – Synth Warn #: 1
  – Dominant comb cell: simple AND/OR/NAND/NOR gates
  – Adder share: about 1.7%
  – Synth Seq Share: about half
  – Cell total in the yosys stat output: approximately 730
  – Yosys xor share: 10.8%
  – Dominant cell type by area after synthesis: dfxtp_1

Power and ir drop
  – Reg power frac: around half
  – P_int: 1.59 mW
  – Switch share: between 20% and 30%
  – Leakage: between 2 and 3 nW
  – Max VDD drop: roughly 0.15 mV
  – Comb pwr share: 2.4%
  – Power Density: around 260 mW/mm^2
  – P_sw: between 0.4 and 0.5 mW
  – Clock share of power: 46.4%

Place
  – Placed Cells: 1016
  – Number of port buffers: 9
  – Dpl hpwl: 7.19 mm
  – Final Wtd Congestion: slightly below 0.8

Floorplanning
  – Core area: approximately 0.022 sq mm
  – Row cnt: between 50 and 60
  – Die Area: between 0.02 and 0.025 sq mm
  – Fp_density: a little under a third
  – IO Count: 10
  – Die X: roughly 150 um
  – Height of the die: between 150 and 200 um

Critical path
  – Buffer and inverter count on the worst path: 1
  – Critical path class: flip-flop to output pin
  – CP endpoint kind: output pin
  – CP max stage cell: clkdlybuf4s50_1
  – Delay of the slowest cell on the worst path: 0.46 ns
  – CP arrival: roughly 1.2 ns
  – Critical Path, Cell by Cell: clkdlybuf4s50_1
  – Worst Path Max Fanout: 2
  – Setup crit start kind: flip-flop
  – CP required: between 5 and 6 ns
  – CP top delay family: buffers and inverters

Cells and area
  – Layout cell share with drive strength beyond 1: 5.61%
  – Most frequent logic cell in the layout: dfxtp_1
  – Top Layout Cells: dfxtp_1, nor2_1, nand3_1
  – Area grow syn2layout: 14.7%
  – # fillers: roughly 2100
  – Finished Layout Cells: 1046

Timing
  – Setup_tns: 0 ns
  – Clk_skew: approximately 0.0085 ns
  – Clock period minus worst slack: roughly 2.5 ns
  – Max-slew violation count: 0
  – Setup violations, final: 0
  – Hold Vio Cnt, Final: 0
  – Slew HR: between 40% and 50%
  – Crit share post-route: between 30% and 40%
  – Max Clk Rate: about 390 MHz
  – RSZ-0062 raised after global routing: false
  – Slew of the pin with the lowest slew margin: 0.853 ns

Flow run
  – Log Warnings: 25
  – Max Cap Viol: 0

Clock network
  – Clock transition at path regs: ~0.060 ns
  – Cts repair resizes: 0
  – # H-tree levels: 4
  – CTS tree: yes
  – Setup repair bufs after CTS: 0
  – # clock sinks: 161
  – Hold buffers post-CTS: 0
  – Num CTS Buffers: 17
  – Root Driver: clkbuf_16
  – CTS Buffer Depth: 2
  – Clk latency of the worst-skew pair: around 0.41 ns

Global route
  – Largest net degree at the start of global routing: 27
  – Initial antenna violation count: 0
  – Remaining global-route overflow: 0
  – Vias in the first global route: 4369
  – First-pass GRT wire length: slightly below 20 mm
  – Global Route Usage Sum: between 10 and 15%

Outcome
  – Status: complete, no violations

Hold path
  – Hold Path Class: flip-flop to flip-flop
-- area by class of cell --
cell class	count	area (sq um)	share of cell area (%)
repair buffers	16	143	1.84
inverters	21	78.8	1.02
flip-flops and latches	161	3310	42.8
clock buffers	21	472	6.10
well taps	280	350	4.53
multi-input cells	538	3300	42.6
clock inverters	9	82.6	1.07
-- worst reg2reg max path, cell delays in order (launching register included) --
cell and delay (ns):
dfxtp_1 0.39, and3_1 0.35, a211oi_1 0.13, o211ai_1 0.71, buf_4 0.35, and2_1 0.16
-- registers in the layout (all words and copies together), names as in the netlist, 5 cells and up --
signal	count
cnt8	25
cnt1k	15
cnt250	17
cnt1	27
cnt10k	12
cnt16k	12
cnt400	17
cnt1M	5
cnt9600	22
-- metrics by stage --
stage	util, %	setup slack, ns	total power, mW	area, sq um	hold slack [ns]
2_1_floorplan	-	4.72	1.09	6810	0.409
3_3_place_gp	32.7	4.20	1.10	7180	0.427
3_5_place_dp	32.7	4.18	1.10	7180	0.433
4_1_cts	35.2	3.92	2.05	7740	0.444
5_1_grt	35.2	3.90	2.10	7740	0.469
6_report	35.2	3.96	2.01	7740	0.447
-- logic make-up (layout without fill, tap and decap cells) --
kind of cell,after synthesis,in the layout
compound gates,114,114
xor+xnor,83,83
fa+ha+maj,9,9
buf+inv,49,67
flops,161,161
mux,1,1
other cells,1,17
simple gates,314,314
-- final timing paths --
| kind | startpoint | slack (ns) | end | cells after the start |
|---|---|---|---|---|
| worst max-delay path | out_1$_DFFE_PP_ | 3.96 | out_1 | 1 |
| worst min-delay path | cnt400[15]$_SDFF_PP0_ | 0.45 | cnt400[15]$_SDFF_PP0_ | 2 |
| worst max register to register | cnt1[2]$_SDFF_PP0_ | 4.12 | out_1$_DFFE_PP_ | 5 |
| worst min register to register | cnt400[15]$_SDFF_PP0_ | 0.45 | cnt400[15]$_SDFF_PP0_ | 2 |
-- synth_stat cells, types with 3 or more instances --
cell type    n
dfxtp_1    152
nor2_1      73
nand3_1     46
nand2_1     43
xnor2_1     42
xor2_1      41
a21oi_1     38
nor3_1      30
nand4_1     29
o21ai_0     24
or3_1       22
clkbuf_1    21
inv_1       21
a22oi_1     17
and3_1      14
nor4_1      11
or4_1       11
and2_1      10
and4_1       9
edfxtp_1     9
ha_1         9
a211oi_1     8
o31ai_1      7
buf_2        4
nor2b_1      4
a21boi_0     3
-- metal layers --
layer / vias up / global-route usage [%] / part of all wire, %
li1: 2649 / - / -
met1: 2229 / 15.8 / 54
met2: 68 / 15.1 / 41
met3: 9 / 2.15 / 3.6
met4: 0 / 1.36 / 1.3
met5: - / 0 / 0
-- power by group through the flow --
stage | sequential [mW] | combinational [mW] | clock, mW
final | 1.03 | 0.0480 | 0.934
after CTS | 1.03 | 0.0484 | 0.971
after global routing | 1.04 | 0.0547 | 1.01
No activity file was given, so power comes from the tool's default toggle rates.
