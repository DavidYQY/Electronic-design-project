## flow/run.sh

```bash
#!/bin/bash
# OpenROAD 26Q1-2900-gdf79404cd8, Yosys 0.63+post, stock flow scripts
make -C /OpenROAD-flow-scripts/flow DESIGN_CONFIG=/design/flow/config.mk WORK_HOME=/design/flow/orfs finish
```

## flow/config.mk

```make
export PLATFORM = sky130hd
export DESIGN_NAME = main
export DESIGN_NICKNAME = main
export VERILOG_FILES = /design/flow/design.v
export SDC_FILE = /design/flow/constraint.sdc
export NUM_CORES = 4
export LEC_CHECK = 1
export CORE_UTILIZATION = 30
```

## flow/constraint.sdc

```tcl
current_design main

set clk_period 4.2
set clk_io_pct 0.2

create_clock -name clk0 -period $clk_period [get_ports {clk_50M}]
create_clock -name clk1 -period $clk_period [get_ports {clk_8}]
create_clock -name clk2 -period $clk_period [get_ports {receive}]

set non_clock_inputs [all_inputs -no_clocks]
set_input_delay [expr $clk_period * $clk_io_pct] -clock clk0 $non_clock_inputs
set_output_delay [expr $clk_period * $clk_io_pct] -clock clk0 [all_outputs]
```

## flow/design.v

```verilog
module main
(
	input clk_1,
	input clk_50M,
	input clk_8,
	input receive, 
	input [7:0] receiveData,
	input [7:0] button,
	input [7:0] forwardDistance, 
	input [3:0] touch, 
	input [3:0] infrared, 
	input [3:0] signs, 
	output reg [7:0] speed,
	output reg [8:0] degree,
	output reg direction,
	output reg beepEnable,
	output reg [13:0] display,
	output reg [7:0] led,
	input [7:0] backDistance, 
	input [13:0] inspeed, 
	input [3:0] downinfrared, 
	output reg [23:0] light, 
	output reg [2:0] lcd_state
);
reg [7:0] command;
reg stop;
reg [5:0] target; 
reg [5:0] target2; 
reg [5:0] cnt; 
reg [5:0] cnt2; 
reg Delaying;
reg last; 
reg Delaying2;
reg last2; 
reg [1:0] backStatus; 
reg backdone;
reg [30:0] DelayCnt; 
reg [7:0]initialSpeed;
reg lastsign3; 
reg lastsign2; 
reg [1:0] state; 
reg [1:0] mystate; 
reg resetState;
reg isSet;
initial begin
	speed=28;
	degree=95;
	direction=1;
	display=0;
	led=0;
	beepEnable=0;
	target=0;
	target2=0;
	cnt=0;
	Delaying=0;
	Delaying2=0;
	backStatus=2'b11;
	lastsign3=1;
	lastsign2=1;
	light=80*256*256+80; 
	state=3;
	mystate=3;
	initialSpeed=15;
	backdone=0;
	DelayCnt=0;
	isSet=0;
	lcd_state=3'b111;
end
always @ (posedge clk_50M) begin
	led[6:5]=state;
	if(state==0) begin 
		lcd_state=3'b100;
		display=forwardDistance;
		beepEnable=0;
		light=60*256; 
		case(command[1:0]) 
			2'b00: speed=0;
			2'b10: speed=30;
			2'b01: speed=15;
			2'b11: speed=0;
		endcase
		case (command[3:2]) 
			2'b00: degree=95;
			2'b11: degree=95;
			2'b01: degree=60;
			2'b10: degree=120;
		endcase
		case(command[4]) 
			1'b0: direction=1;
			1'b1: direction=0;
		endcase
	end
	else if(state==1) begin
		initialSpeed=command[5:0];
		isSet=1;
		resetState=1;
	end
	else if(state==2) begin
		mystate=receiveData[1:0];
		resetState=1;
	end
	else begin 
		led[4:3]=mystate;
		resetState=0;
		if(DelayCnt<20000000) begin
			DelayCnt=DelayCnt+1;
			speed=0;
			degree=95;
			light=60*256;
		end
		else begin
		if(!isSet) begin
			initialSpeed=button;
			display=initialSpeed;
		end
		else 
			display=initialSpeed;
		if(signs[3]==1 && lastsign3==0 && !backdone) begin 
			mystate=2'b10;
			backStatus=0;
			backdone=0;
			speed=0;
			degree=95;
		end
		else if(signs[2]==1 && lastsign2==0) begin 
			mystate=2'b00;
		end		
		else if(mystate==2'b00) begin 
			lcd_state=3'b010;
			light=80; 
			led[1:0]=downinfrared[2:1];
			speed=initialSpeed;
			direction=1;
			if(!downinfrared[2] && !downinfrared[1]) begin 
				degree=95;
			end
			else if(downinfrared[2] && !downinfrared[1]) begin 
				degree=60;
			end
			else if(!downinfrared[2] && downinfrared[1]) begin
				degree=120;
			end
			else begin 
				speed=0;
				degree=95;
			end
		end
		else if(mystate==2'b10) begin 
			light=5*256*256+167*256+82;
			led[1:0]=backStatus;
			if(backStatus==0 && backDistance<35)
				backStatus=1;
			else if(backStatus==1 && Delaying2!=last2 && last2==1) begin
				backStatus=2;
				target2=0;
			end
			else if(backStatus==2 && backDistance<9 && direction==0) begin
				backStatus=3;
				backdone=1;
				beepEnable=0;
				direction=1;
				speed=5;
			end
			else begin
				if(backStatus==0) begin
					direction=0;
					degree=120;
					speed=initialSpeed+8;
					beepEnable=1;
				end
				else if(backStatus==1) begin
					degree=60;
					speed=initialSpeed+5;
					direction=1;
					target2=11;
					beepEnable=0;
				end
				else if(backStatus==2) begin
					beepEnable=1;
					direction=0;
					if(backDistance<30) begin
						if(!infrared[3]) begin
							degree=110;
							speed=initialSpeed+5;
						end
						else if(!infrared[2])begin
							degree=80;
							speed=initialSpeed+5;
						end
						else begin
							degree=95;
							speed=initialSpeed+5;
						end
					end
					else begin 
						speed=initialSpeed+5;
						degree=95;
					end
				end
				else begin 
					speed=0;
					degree=95;
					led[7]=1;
				end
			end
			last=Delaying;
			last2=Delaying2;
		end
		else if(mystate==2'b01) begin 
			light=60*256*256; 
			lcd_state=3'b001;
			led[1:0]=touch[1:0];
			if(target2) begin
				light=60*256;
				if(last2!=Delaying2 && Delaying2==0) begin 
					target2=0;
					beepEnable=0;
				end
				else
					beepEnable=1;
			end
			else if(forwardDistance>20) begin
				speed=initialSpeed;
				case(touch[1:0])
				2'b00: begin
					direction=0;
					degree=98;
				end
				2'b01: begin
					degree=60;
					direction=1;
				end
				2'b10: begin
					degree=120;
					direction=1;
				end
				2'b11: begin
					degree=98;
					direction=1;
				end
				endcase
			end
			else begin
				direction=0;
				speed=initialSpeed+10;
				target2=10;
				if(infrared[2])
					degree=60;
				else if(infrared[3])
					degree=120;
				else 
					degree=98;
			end
			last2=Delaying2;
		end
		else begin  
			lcd_state=3'b111;
			light=80*256+80*256*256; 
			speed=initialSpeed;
			degree=95;
			backdone=0;
		end
		lastsign3=signs[3];
		lastsign2=signs[2];
		end
	end
end
always @(posedge receive or posedge resetState) begin
	if(resetState==1) begin
		state=3;
	end
	else if(receiveData[7:5]==3'b001) begin
		command=receiveData;
		state=0;
	end
	else if(receiveData[7:6]==2'b01) begin
		command=receiveData;
		state=1;
	end
	else if(receiveData[7:2]==6'b101010) begin
		command=receiveData;
		state=2;
	end
	else if(receiveData[7:5]==3'b110) begin
		command=receiveData;
		state=3;
	end
	else
		;
end
always@(posedge clk_1) begin
	if(cnt>=target) begin
		Delaying=0;
		cnt=0;
	end
	else begin
		cnt=cnt+1;
		Delaying=1;
	end
end
always@(posedge clk_8) begin
	if(cnt2>=target2) begin
		Delaying2=0;
		cnt2=0;
	end
	else begin
		cnt2=cnt2+1;
		Delaying2=1;
	end
end
endmodule
```

==> reports/notes.md <==
The run finished with clean final reports. According to the I/O placement log, the pin count is 134. The via count of the first global-routing pass is 4,759. The critical path goes through mux2i_1 > inv_1 > ha_1 > a21oi_1 > nor4_1 > a211oi_1 > o31ai_1. The average wire per cell in the routed design came out at 16.27 um. The report gives the cell count of the worst hold path as 0. The number of warnings reported in the stage logs is 69.

The tightest hold path in the finished design has a slack of 0.2976 ns. In the synthesized netlist, the cells that appear most often are sky130_fd_sc_hd__edfxtp_1, sky130_fd_sc_hd__nor2_1, sky130_fd_sc_hd__nand2_1. The number of synthesis warnings came out at 1. With the number of violations reported at the end of detailed-routing iteration 0 at 402, the number of different library cells in the post-synthesis netlist is 77.

The full die area came out at 0.02258 mm2. For this run, the detailed router reports a per-instance via density of 4.954. The setup fix buffers added after clock tree synthesis came out at 0. The clock tree has to reach 111 sinks. The number of hold buffers added after CTS was 0. For the final database, setup skew stands at 0.01359 ns. The most used flip-flop cell after synthesis is sky130_fd_sc_hd__edfxtp_1. The floorplan has 53 rows.

Summed over all nets, wire length on met3 after detailed routing comes to 1089 um. The run gives 0.006595 mm2 for the synthesis area per yosys. The tools report the placed instance count as 970. STA puts the critical path data required time at 4.29 ns. The run gives 16,170 um for the routed wire length.

Setup repair after global routing left no endpoint under its margin. Antenna repair during routing inserted a diode count of 0. The number of buffers and inverters on the critical path was 1. The final layout report lists a filler cell count of 2,035. The count of buffers added on input and output ports is 92.

The highest signal layer in the routed design is met4. The worst setup path is launched from a flop. The run gives 0 as the number of remaining DRC errors. The cell type with the largest total area was sky130_fd_sc_hd__edfxtp_1. In this run the remaining antenna-violating nets after routing total 0.

Among all stages on the critical path, the maximum delay recorded is 0.83 ns. The final report lists a non-filler cell total of 994. The run gives 0 as the final setup violation count. The most numerous cell in the Yosys netlist is sky130_fd_sc_hd__edfxtp_1. The tool flagged a number of max-cap violations equal to 0. The synthesized netlist was found by Yosys to have 626 cells. The share of the Yosys chip area taken by registers is 46.94%. The met2 wire length was 7137 um. The slowest cell on the critical path was sky130_fd_sc_hd__edfxtp_1. The worst voltage drop across the vdd grid came out at 0.0002029 V. Before placement the cells fill 30.98% of the core. For the sum of negative setup slack, the log shows 0 ns. At the pin with the least slew margin, the transition time is 0.8676 ns.

The run gives 6 as the length of the first detailed-routing pass in iterations. For the largest net degree at the start of global routing, the log shows 32. TritonCTS built the clock tree. Synthesis handed over a netlist of 626 instances.

The first-pass GRT wire length is 25,190 um. The fraction of layout cells with a size suffix above 1 is 9.597%. The half-perimeter wire length after detailed placement is 12,260 um. The family with the most delay on the worst path was flip-flops.

The tools report the total power draw as 3.302 mW. In the per-layer summary, the met1 wirelength comes to 7666 um. After floorplanning, the core was sized to cover 0.02129 mm2. Pins over their slew limit in the final report were tallied at 0. The report puts the cell count of the worst reg-to-reg path at 7.

With the post-synthesis area per instance at 10.54 um2, the height of the die is 150.3 um. The synthesized design contains 86 enable-type register cells. Measured along the x axis, the die boundary spans 150.3 um.

In this run the worst hold path is classified as flop to flop. Summed over all routing layers, the global router reports a total usage of 15.08%. Walking the critical path from launch to capture passes 7 cell instances. The logs give 0.006595 mm2 for the cell area after synthesis and 0 for the final global-route overflow total.

The worst setup path category was flop to flop. The initial antenna violation count is 0, and the worst relative slew slack is 42.16%. The flow reported a cell area power density of 402.8 mW/mm2. The final weighted congestion recorded by global placement is 0.8935. After clock tree synthesis, the clock-pin slew on the worst setup and hold paths is 0.08 ns. Of all flip-flops after synthesis, the portion carrying an async set or reset was 1.802%. The post-synthesis to final-layout area growth came out at 24.30%. STA classifies the critical path endpoint as a flop. The portion of synthesized cell area occupied by the leading cell type was 39.16%; the worst path arrival time was 2.98 ns. The total vias in the final route was 4,924. By area the synthesized netlist is led by sky130_fd_sc_hd__edfxtp_1, sky130_fd_sc_hd__dfxtp_1, sky130_fd_sc_hd__ha_1, sky130_fd_sc_hd__xnor2_1, sky130_fd_sc_hd__mux2_2. In this run the static leakage power is 3.050 nW. Counting flops and latches in the post-synthesis netlist gives 111. The run gives 0 for the post-cts resize count. Of all nets on the critical path, the largest fanout is 22.

For the final hold violation count, the log shows 0.
## layer usage
metal / up-vias / GRT usage, %
met5: - / 0
met1: 2316 / 23.42
met4: 0 / 2.929
li1: 2444 / -
met3: 20 / 3.926
met2: 144 / 21.82
## registers in the layout, indices dropped and copies added (netlist names), 2 cells and up
name,cells
DelayCnt,31
light,10
display,8
initialSpeed,8
speed,8
degree,7
led,7
cnt2,6
command,6
lcd_state,3
backStatus,2
mystate,2
state,2
target2,2
## final cells by class
cell class / count / area (um2) / share of cell area (%)
flip-flops and latches: 111 / 3095 / 37.76
multi-input cells: 452 / 3178 / 38.77
clock inverters: 7 / 96.34 / 1.175
inverters: 32 / 120.1 / 1.465
clock buffers: 17 / 382.9 / 4.670
repair buffers: 100 / 980.9 / 11.97
well taps: 275 / 344.1 / 4.197
## per-stage QoR
stage	cell area (um2)	util [%]	worst slack [ns]
4_1_cts	8198	38.51	1.373
6_report	8198	38.51	1.314
5_1_grt	8198	38.51	1.161
3_3_place_gp	7719	36.26	1.023
3_5_place_dp	7719	36.26	1.016
2_1_floorplan	6664	-	0.7616
## power by group
part / internal, mW / total (mW) / switching (mW)
registers: 1.33 / 1.42 / 0.0815
logic: 0.376 / 0.712 / 0.336
clock network: 0.685 / 1.17 / 0.490
total: 2.40 / 3.30 / 0.907
## cell families after synthesis
kind of cell,after synthesis,share of synthesized area [%]
and+or+nand+nor,201,16.77
AOI/OAI and AO/OA,134,14.27
DFF,111,46.94
buffers and inverters,80,6.014
adders and majority gates,36,6.830
xor gates and xnor gates,36,4.781
muxes,26,4.288
other,2,0.1139
## worst register-to-register path, stage by stage, from the launching register on
cell	delay (ns)
sky130_fd_sc_hd__edfxtp_1	0.83
sky130_fd_sc_hd__mux2i_1	0.50
sky130_fd_sc_hd__inv_1	0.23
sky130_fd_sc_hd__ha_1	0.28
sky130_fd_sc_hd__a21oi_1	0.33
sky130_fd_sc_hd__nor4_1	0.10
sky130_fd_sc_hd__a211oi_1	0.25
sky130_fd_sc_hd__o31ai_1	0.10
## cell usage in the layout (no fill, tap or decap), types with 5 or more instances in the layout
master,n
sky130_fd_sc_hd__a211oi_1,7
sky130_fd_sc_hd__buf_4,8
sky130_fd_sc_hd__o31ai_1,5
sky130_fd_sc_hd__nor3_1,13
sky130_fd_sc_hd__o22ai_1,5
sky130_fd_sc_hd__a21oi_1,28
sky130_fd_sc_hd__conb_1,19
sky130_fd_sc_hd__a31oi_1,7
sky130_fd_sc_hd__ha_1,36
sky130_fd_sc_hd__nand2b_1,7
sky130_fd_sc_hd__nand4_1,11
sky130_fd_sc_hd__dfxtp_1,23
sky130_fd_sc_hd__mux2i_1,8
sky130_fd_sc_hd__clkbuf_16,15
sky130_fd_sc_hd__a22o_1,5
sky130_fd_sc_hd__o21ai_0,21
sky130_fd_sc_hd__nor2_1,42
sky130_fd_sc_hd__mux2_2,18
sky130_fd_sc_hd__nand3_1,24
sky130_fd_sc_hd__nor2b_1,5
sky130_fd_sc_hd__inv_1,30
sky130_fd_sc_hd__xor2_1,11
sky130_fd_sc_hd__edfxtp_1,86
sky130_fd_sc_hd__xnor2_1,25
sky130_fd_sc_hd__clkdlybuf4s50_1,92
sky130_fd_sc_hd__nand2_1,41
sky130_fd_sc_hd__and3_1,13
sky130_fd_sc_hd__and2_1,8
sky130_fd_sc_hd__o21ai_1,5
## worst paths after layout
kind,start,to,slack (ns)
min in group asynchronous,resetState,state[0],0.51
max in group clk1,target2[0],cnt2[1],2.18
worst max-delay path,isSet,speed[7],1.31
max in group clk2,receiveData[6],command[4],1.69
max in group asynchronous,resetState,state[1],3.67
min in group clk1,cnt2[0],cnt2[0],0.47
worst min register to register,Delaying2,last2,0.30
worst max register to register,isSet,speed[7],1.31
worst min-delay path,Delaying2,last2,0.30
min in group clk2,state[1],state[1],0.60
Power and IR drop assume default switching activity.
