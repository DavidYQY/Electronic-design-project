==> flow/design.v <==
module lcd(
        clk_LCD,
		  inputstate,
		  rst,
        en,
        RS,
        RW,
        data
);
input clk_LCD; 
input [2:0] inputstate;
input rst;     
output   en,RS,RW;
output   reg  [7:0]  data;
reg      RS,en_sel;
reg      [4:0]    disp_count;
reg      [3:0]   state;
parameter   clear_lcd=4'b0000, 
            set_disp_mode=4'b0001, 
            disp_on=4'b0010, 
            shift_down=4'b0011, 
            write_data_first=4'b0101, 
            write_data_second=4'b0110, 
            idel=4'b0111; 
assign  RW = 1'b0; 
assign  en = en_sel ? clk_LCD : 1'b0;
reg [7:0]     data_first_line  [15:0];   
reg [7:0]     data_second_line [15:0];   
reg[2:0] RGY; 
reg[2:0] RGYmid; 
reg[2:0] RGYbefore; 
reg RGYrst;
always 
begin
RGY=inputstate;
end
always@(posedge clk_LCD) 
begin
RGYmid<=RGY;
RGYbefore<=RGYmid;
end
always 
begin
RGYrst=(RGYbefore[0]^~RGY[0])&(RGYbefore[1]^~RGY[1])&(RGYbefore[2]^~RGY[2])&rst;
end
always @(negedge clk_LCD )
begin
if(inputstate==3'b001)
begin 
   data_first_line[0] <= 8'h20;
   data_first_line[1] <= 8'h20;
   data_first_line[2] <= 8'h20;
   data_first_line[3] <= 8'h20;
   data_first_line[4] <= 8'b01001100; 
   data_first_line[5] <= 8'b01101001; 
   data_first_line[6] <= 8'b01100111; 
   data_first_line[7] <= 8'b01101000; 
   data_first_line[8] <= 8'b01110100; 
   data_first_line[9] <= 8'h20;
   data_first_line[10] <= 8'b01101001; 
   data_first_line[11] <= 8'b01110011; 
   data_first_line[12] <= 8'h20;
   data_first_line[13] <= 8'h20;
	data_first_line[14] <= 8'h20;
   data_first_line[15] <= 8'h20;
	data_second_line[0] <= 8'h20;
   data_second_line[1] <= 8'h20;
   data_second_line[2] <= 8'b01101101; 
   data_second_line[3] <= 8'b01111001; 
   data_second_line[4] <= 8'h20;
   data_second_line[5] <= 8'b01110011; 
   data_second_line[6] <= 8'b01110100; 
   data_second_line[7] <= 8'b01110010; 
   data_second_line[8] <= 8'b01100101; 
   data_second_line[9] <= 8'b01101110; 
   data_second_line[10] <= 8'b01100111; 
   data_second_line[11] <= 8'b01110100; 
   data_second_line[12] <= 8'b01101000; 
   data_second_line[13] <= 8'h20;
   data_second_line[14] <= 8'h20;
   data_second_line[15] <= 8'h20;
end
else if(inputstate==3'b010)
begin 
   data_first_line[0] <= 8'h20;
   data_first_line[1] <= 8'h20;
   data_first_line[2] <= 8'h20;
   data_first_line[3] <= 8'b01100100; 
   data_first_line[4] <= 8'b01100001; 
	data_first_line[5] <= 8'b01111001; 
   data_first_line[6] <= 8'h20;
   data_first_line[7] <= 8'b01110111; 
   data_first_line[8] <= 8'b01100001; 
   data_first_line[9] <= 8'b01101100; 
   data_first_line[10] <= 8'b01101011; 
   data_first_line[11] <= 8'b01100101; 
   data_first_line[12] <= 8'b01110010; 
   data_first_line[13] <= 8'h20;
   data_first_line[14] <= 8'h20;
	data_first_line[15] <= 8'h20;
	data_second_line[0] <= 8'h20;
   data_second_line[1] <= 8'h20;
   data_second_line[2] <= 8'b01101110; 
   data_second_line[3] <= 8'b01101001; 
   data_second_line[4] <= 8'b01100111; 
   data_second_line[5] <= 8'b01101000; 
   data_second_line[6] <= 8'b01110100; 
   data_second_line[7] <= 8'h20;
   data_second_line[8] <= 8'b01110011; 
   data_second_line[9] <= 8'b01110100; 
   data_second_line[10] <= 8'b01100001; 
   data_second_line[11] <= 8'b01101100; 
   data_second_line[12] <= 8'b01101011; 
   data_second_line[13] <= 8'b01100101; 
   data_second_line[14] <= 8'b01110010; 
   data_second_line[15] <= 8'h20;
end
else if(inputstate==3'b100) begin 
   data_first_line[0] <= 8'h20;
   data_first_line[1] <= 8'h20;
   data_first_line[2] <= 8'h20;
   data_first_line[3] <= 8'b01100011; 
   data_first_line[4] <= 8'b01101111; 
	data_first_line[5] <= 8'b01101110; 
	data_first_line[6] <= 8'b01110100; 
   data_first_line[7] <= 8'b01110010; 
   data_first_line[8] <= 8'b01101111; 
   data_first_line[9] <= 8'b01101100; 
   data_first_line[10] <= 8'b01101100; 
   data_first_line[11] <= 8'b01100101; 
   data_first_line[12] <= 8'b01100100; 
   data_first_line[13] <= 8'h20;
   data_first_line[14] <= 8'h20;
   data_first_line[15] <= 8'h20;
	data_second_line[0] <= 8'b00100001;
   data_second_line[1] <= 8'b00100001;
   data_second_line[2] <= 8'b00100001;
   data_second_line[3] <= 8'b00100001;
   data_second_line[4] <=8'b00100001;
   data_second_line[5] <= 8'b00100001;
   data_second_line[6] <= 8'b00100001;
   data_second_line[7] <= 8'b00100001;
   data_second_line[8] <= 8'b00100001; 
   data_second_line[9] <= 8'b00100001;
   data_second_line[10] <= 8'b00100001;
   data_second_line[11] <= 8'b00100001;
   data_second_line[12] <= 8'b00100001;
   data_second_line[13] <= 8'b00100001;
   data_second_line[14] <= 8'b00100001;
   data_second_line[15] <= 8'b00100001;
end
else begin
	data_first_line[0]=8'h20;
	data_first_line[1]=8'h20;
	data_first_line[2]=8'h20;
	data_first_line[3]=8'h20;
	data_first_line[4]=8'h20;
	data_first_line[5]=8'h20;
	data_first_line[6]=8'h20;
	data_first_line[7]=8'h20;
	data_first_line[8]=8'h20;
	data_first_line[9]=8'h20;
	data_first_line[10]=8'h20;
	data_first_line[11]=8'h20;
	data_first_line[12]=8'h20;
	data_first_line[13]=8'h20;
	data_first_line[14]=8'h20;
	data_first_line[15]=8'h20;
	data_second_line[0] <= 8'h20;
   data_second_line[1] <= 8'h20;
   data_second_line[2] <= 8'h20;
   data_second_line[3] <= 8'h20;
   data_second_line[4] <= 8'h20;
   data_second_line[5] <= 8'h20;
   data_second_line[6] <= 8'h20;
   data_second_line[7] <= 8'h20;
   data_second_line[8] <= 8'h20; 
   data_second_line[9] <= 8'h20;
   data_second_line[10] <= 8'h20;
   data_second_line[11] <= 8'h20;
   data_second_line[12] <= 8'h20;
   data_second_line[13] <= 8'h20;
   data_second_line[14] <= 8'h20;
   data_second_line[15] <= 8'h20;
end
end
always @(posedge clk_LCD or negedge RGYrst)
begin
   if(!RGYrst)
      begin
          state<= clear_lcd; 
          RS<=1'b0; 
          data<=8'b0; 
          en_sel<=1'b1; 
          disp_count<=5'b0;
      end
   else
      case(state)
      clear_lcd: 
             begin 
                state  <= set_disp_mode;
                data  <= 8'h01;               
             end
      set_disp_mode: 
             begin
                state<= disp_on;
                data<= 8'h38;                              
             end
      disp_on: 
             begin
                state<= shift_down;
                data<= 8'h0c;                           
             end
      shift_down:         
            begin
                state<= write_data_first;
                data<= 8'h06;                         
            end
      write_data_first:               
            begin
                if(disp_count == 16)                      
                    begin
                        data    <= 8'hc2;               
                        RS     <= 1'b0;
                        disp_count   <= 4'b0;
                        state    <= write_data_second;        
                    end
                else
                    begin
                        data    <= data_first_line[disp_count];
                        RS     <= 1'b1;                  
                        disp_count   <= disp_count + 1'b1;
                        state    <= write_data_first;
                    end
            end
      write_data_second:                       
            begin
                if(disp_count == 16)
                    begin
                        en_sel   <= 1'b0;
                        RS    <= 1'b0;
                        disp_count  <= 4'b0;
                        state   <= idel;                     
                    end
                else
                    begin
                        data    <= data_second_line[disp_count+1];
                        RS     <= 1'b1;
                        disp_count   <= disp_count + 1'b1;
                        state    <= write_data_second;
                    end             
            end
      idel:             
            begin
                state <=  idel;              
            end
      default:  state <= clear_lcd;          
      endcase
end
endmodule
==> flow/run.sh <==
#!/bin/bash
# OpenROAD 26Q1-2900-gdf79404cd8, Yosys 0.63+post, stock flow scripts
make -C /OpenROAD-flow-scripts/flow DESIGN_CONFIG=/design/flow/config.mk WORK_HOME=/design/flow/orfs finish
==> flow/config.mk <==
export PLATFORM = sky130hd
export DESIGN_NAME = lcd
export DESIGN_NICKNAME = lcd
export VERILOG_FILES = /design/flow/design.v
export SDC_FILE = /design/flow/constraint.sdc
export NUM_CORES = 4
export LEC_CHECK = 1
export CORE_UTILIZATION = 30
==> flow/constraint.sdc <==
current_design lcd

set clk_period 3.2
set clk_io_pct 0.2

create_clock -name clk0 -period $clk_period [get_ports {clk_LCD}]

set non_clock_inputs [all_inputs -no_clocks]
set_input_delay [expr $clk_period * $clk_io_pct] -clock clk0 $non_clock_inputs
set_output_delay [expr $clk_period * $clk_io_pct] -clock clk0 [all_outputs]
==> out/metrics.cfg <==
[detailed_routing]
diodes=0
via_per_inst=5.38
routed_wl_mm=6.31
wl_per_cell_um=14.7
ant_nets=0
num_vias=2312
drtIter0Drc=196
route.detailed.drc=0
first_pass_iters=4

[min_path]
whs_endpoint=RGYbefore[0]
holdCritPathClass=reg2reg
hold_depth=0
hold_path_startpoint=RGYmid[0]

[timing]
setup_ws_ns=-0.197
slew_headroom=0.572
grt_setup_unrepaired=true
maxSlewViolCount=0
finClkSkew_ns=0.0797
setup-tns-final_ns=-0.371
hold_viol=0
tightest_slew_ns=0.638
setup_viol=2

[logic_synthesis]
most_common_cell=nand2_1
syn_area_um2=2510
yosysChipArea_um2=2510
ys_seq_frac=0.346
topCellsByArea=dfrtp_1, dfxtp_1, nand2_1, ha_1, a22oi_1
async_flop_share=0.553
ys_cells=288
yosys_most_used_dff=dfrtp_1
synth.avg_cell_area_um2=8.71
yosysWarnings=3
ys_ff=38
top_area_cell=dfrtp_1
top_area_frac=0.190
yosysUniqueCellTypes=70
edf_count=0
syn_inst=288
synthTopCellsByCount=nand2_1, dfrtp_1, dfxtp_1, nor2_1, o21ai_0

[floorplanning]
row_count=32
fp-utilization=0.318
core_um2=7890
ios=16
chipHeight_um=93.4
dieWidth_um=93.4
die_area_um2=8730

[power_and_ir_drop]
power_density_nw_per_um2=876
worst_ir_drop_vdd_uv=318
p_leak_uw=0.00130

[placement]
post-place-ws_ns=-0.192
place.detailed.hpwl_mm=4.60
numPortBuffers=14
place_congestion=0.866

[job]
warnings=34
drv_cap=0

[clock_tree]
clk_latency_ns=0.47
cts_tree=built
clk_pin_slew_worst_paths_ns=0.09

[global_routing]
globalRouteMet1Util=0.236
antenna_found_initial=0
track_usage=0.152
use_met3=0.0240
grt_start_max_net_pins=22
first_global_vias=2127
grt_pass1_wl_mm=10.3
gr-usage-met2=0.219
gr-total-overflow=0
grt-busiest-layer=met1

[worst_setup_path]
r2r-start=data_second_line[4][0]
critPathLaunchType=flip-flop
r2r-end=data[6]
cp.required_ns=3.49
arrival_ns=3.68
criticalPathCategory=reg2reg
rr_worst_depth=7
r2r_slack_ns=-0.20
endpoint_kind=flip-flop
crit_fanout=5
worstSetupStartpoint=data_second_line[4][0]

[layout]
drive_gt1_frac=0.232
syn2layout_area_growth_pct=24.5
regArea_um2=877
logic_area_um2=1570
fill_cells=761
fin_util=0.396

[status]
status=finished, violations left
violations=setup timing

==> routing by layer <==
metal	vias to the layer above	part of all wire
li1	1138	-
met5	-	0
met1	1083	0.47
met2	74	0.44
met3	17	0.061
met4	0	0.028
==> sequential cells by signal, indices dropped and copies added (netlist names), 2 cells and up, named ones only <==
signal            flops
data_second_line      9
data                  8
disp_count            5
state                 5
RGYbefore             3
RGYmid                3
data_first_line       2
==> how the worst max path moves through the flow <==
stage         end  cells after the start
4_1_cts   data[6]                      7
5_1_grt   data[6]                      7
6_report  data[6]                      7
==> logic make-up (layout without fill, tap and decap cells) <==
| family | Yosys count | count (layout) | share of synthesized area |
|---|---|---|---|
| compound gates | 94 | 94 | 0.265 |
| buf+inv | 32 | 71 | 0.0714 |
| mux | 6 | 6 | 0.0245 |
| other cells | 1 | 2 | 0.00150 |
| simple gates | 101 | 101 | 0.221 |
| xor+xnor | 10 | 10 | 0.0409 |
| fa+ha+maj | 6 | 6 | 0.0299 |
| flops | 38 | 38 | 0.346 |
==> power by group <==
part | total [uW] | switching (uW) | internal, uW | leakage (uW)
Sequential | 709 | 145 | 564 | 0.000403
Clock | 489 | 234 | 255 | 0.000136
Combinational | 1540 | 881 | 655 | 0.000761
==> cell usage in the layout, fill, tap and decap left out, drive strengths merged, types with 4 or more instances in the layout <==
master and instances:
mux2i 5, dfrtp 19, clkdlybuf4s50 14, a211oi 7
ha 6, clkbuf 8, buf 25, o211ai 5
nor3 9, nor2 14, a22o 4, a32oi 4
nand2 36, dfxtp 17, o21ai 18, a22oi 9
xnor2 7, a21oi 15, or2 5, inv 22
nand3 12, a31oi 8
==> what timing repair did <==
action                     in CTS  in global routing
resized                         5                 18
setup endpoints to repair       3                  6
cloned                          0                  1
pin swaps                       4                  9
hold endpoints to repair        0                  0
buffers inserted                1                  2
hold buffers                    0                  0
==> through the flow <==
step	hold WS (ns)	cell area [um^2]	cells	total power, uW
finish	0.329	3120	430	2730
global route	0.333	3120	430	2940
global placement	0.312	2810	405	2170
CTS	0.335	3000	427	2670
detailed placement	0.320	2810	405	2170
floorplan	0.310	2510	289	1850
==> cell type report <==
class / count / area share
Multi-Input combinational cell: 219 / 0.502
Sequential cell: 38 / 0.281
Timing Repair Buffer: 38 / 0.104
Tap cell: 102 / 0.0409
Clock buffer: 9 / 0.0385
Clock inverter: 14 / 0.0209
Inverter: 10 / 0.0124
==> worst max-delay path, stage by stage, from the launching register on <==
cell,delay [ns]
dfxtp_4,0.35
a22o_1,0.22
a32oi_2,0.17
o221ai_1,0.14
o31ai_1,0.29
buf_4,0.16
nand4b_1,0.10
a22o_1,0.20
Power and IR drop assume default switching activity.
